==> flow/design.v <==
`timescale 1ns/10ps
module double_ff_sync #(parameter WIDTH=8, parameter NRST_VAL = 0)
        (
            input CLK,
            input NRST,
            input [WIDTH-1:0] D,
            output reg [WIDTH-1:0] Q
        );
        reg [WIDTH-1:0] qi;
        always @(posedge CLK) begin
            if (~NRST)
                begin
                Q <= NRST_VAL;
                qi <= NRST_VAL;
                end
            else
                {Q, qi} <= {qi, D};
        end
endmodule
`timescale 1ns / 10ps
module baud_generator
    #(parameter BAUD_RATE = 230_400,
     parameter CLOCK_IN = 100_000_000,
     parameter OVERSAMPLING_RATE = 8)  
    (
    output reg BAUDPULSE,
    output reg DIVPULSE,
    input CLK,
    input NRST
    );
    parameter CLK_COUNT_DIV_MAX = (CLOCK_IN / (OVERSAMPLING_RATE * BAUD_RATE));
    reg [$clog2(CLK_COUNT_DIV_MAX-1)-1:0] divpulse_cnt;
    reg [$clog2(OVERSAMPLING_RATE-1)-1:0] baudpulse_cnt;
    always @(posedge CLK)
    begin
        if (~NRST)
            begin
            divpulse_cnt <= 0;
            baudpulse_cnt <= 0;
            DIVPULSE <= 0;
            BAUDPULSE <= 0;
            end
        else
            begin
            if (divpulse_cnt < CLK_COUNT_DIV_MAX-1)
            begin
                DIVPULSE <= 0;
                BAUDPULSE <= 0;
                divpulse_cnt <= divpulse_cnt + 1;
            end
            else if (divpulse_cnt == CLK_COUNT_DIV_MAX-1)
            begin
                DIVPULSE <= 1;
                divpulse_cnt <= 0;
                if (baudpulse_cnt == OVERSAMPLING_RATE-1)
                    begin
                    BAUDPULSE <= 1;
                    baudpulse_cnt <= 0;
                    end
                else
                    baudpulse_cnt <= baudpulse_cnt + 1;
            end
        end
    end
endmodule
`timescale 1ns/10ps
module uart
    #(parameter CLOCK_FREQUENCY = 100_000_000,
    parameter BAUD_RATE = 115_200,
    parameter DATA_BITS = 8)
    (
        input   CLK,
        input   NRST,
        input   [(DATA_BITS-1):0] TX_DI,
        input   TX_DRDY,
        output  TX_BUSY,
        output  TX_DONE,
        output  TX_DSER,       
        input   RX_DSER,  
        output  [(DATA_BITS-1):0] RX_DO,
        output  RX_DRDY,
        output  RX_BUSY
    );
    localparam OVERSAMPLING_RATE = 8;
    wire baud_pulse, div_pulse;
    baud_generator #(.BAUD_RATE(BAUD_RATE), .CLOCK_IN(CLOCK_FREQUENCY),
    .OVERSAMPLING_RATE(OVERSAMPLING_RATE)) baud_generator_inst
    (
        .NRST(NRST), .CLK(CLK),
        .DIVPULSE(div_pulse), .BAUDPULSE(baud_pulse)
    );
    uart_tx #(.OVERSAMPLING(OVERSAMPLING_RATE),
    .DATA_BITS(DATA_BITS)) uart_tx_inst
    (
        .NRST(NRST),
        .BAUDPULSE(baud_pulse),
        .CLK(CLK),
        .TX_DRDY(TX_DRDY),
        .TX_DI(TX_DI),
        .TX_DSER(TX_DSER),
        .TX_BUSY(TX_BUSY),
        .TX_DONE(TX_DONE)
    );
    uart_rx #(.OVERSAMPLING(OVERSAMPLING_RATE),
                .DATA_BITS(DATA_BITS)) uart_rx_inst
                (.NRST(NRST),
                .CLK(CLK),
                .DIVPULSE(div_pulse),
                .RX_DSER(RX_DSER),
                .RX_DRDY(RX_DRDY),
                .RX_DO(RX_DO),
                .RX_BUSY(RX_BUSY)
    );
endmodule
`timescale 1ns/10ps
module uart_axi4lite
    #(
    parameter AXI_AWIDTH = 4,
    parameter AXI_DWIDTH = 32,
    parameter CLOCK_FREQUENCY = 100_000_000,
    parameter BAUD_RATE = 115_200,
    parameter DATA_BITS = 8)
    (
        input                       AXI_ACLK,
        input                       AXI_ARESETN,
        input [AXI_AWIDTH-1:0]      AXI_AWADDR,
        input                       AXI_AWVALID,
        output reg                  AXI_AWREADY,
        input [AXI_DWIDTH-1:0]      AXI_WDATA,
        input [(AXI_DWIDTH/8)-1:0]  AXI_WSTRB,
        input AXI_WVALID,
        output reg                  AXI_WREADY,
        output reg  [1:0]           AXI_BRESP,
        output reg                  AXI_BVALID,
        input                       AXI_BREADY,
        input [AXI_AWIDTH-1:0]      AXI_ARADDR,
        input  wire                 AXI_ARVALID,
        output reg                  AXI_ARREADY,
        output reg [AXI_DWIDTH-1:0] AXI_RDATA,
        output reg [1:0]            AXI_RRESP,
        output reg                  AXI_RVALID,
        input                       AXI_RREADY,
        output  TX_DSER,  
        input   RX_DSER  
    );
    localparam ADDR_TX_DATA = 4'h0;
    localparam ADDR_TX_BUSY = 4'h4;
    localparam ADDR_RX_DATA = 4'h8;
    localparam ADDR_RX_STATE = 4'hC;
    reg tx_drdy;
    reg [DATA_BITS-1:0] tx_di;
    wire tx_done, tx_busy, rx_drdy, rx_busy;
    wire [DATA_BITS-1:0] rx_do;
    uart #(.CLOCK_FREQUENCY(CLOCK_FREQUENCY),
            .BAUD_RATE(BAUD_RATE),
            .DATA_BITS(DATA_BITS)) uart_inst
    (
        .CLK(AXI_ACLK), .NRST(AXI_ARESETN),
        .TX_DRDY(tx_drdy), .TX_DI(tx_di),
        .TX_DONE(tx_done), .TX_BUSY(tx_busy),
        .TX_DSER(TX_DSER),  
        .RX_DSER(RX_DSER),  
        .RX_DO(rx_do), .RX_DRDY(rx_drdy), .RX_BUSY(rx_busy)
    );
    wire [AXI_AWIDTH-1:0] write_addr = AXI_AWADDR;
    always @(posedge AXI_ACLK) begin
        if (!AXI_ARESETN)
        begin
            AXI_AWREADY <= 1'b0;
            AXI_WREADY <= 1'b0;
            AXI_BVALID <= 1'b0;
            tx_di  <= {DATA_BITS{1'b0}};  
            tx_drdy  <= 1'b0;
        end
        else if (AXI_WVALID & AXI_AWVALID)
        begin
            if (AXI_AWREADY & AXI_WREADY)
            begin
                AXI_AWREADY <= 1'b0;
                AXI_WREADY <= 1'b0;
                AXI_BVALID <= 1'b0;
                tx_drdy <= 1'b0;
            end
            else
            begin
                case (AXI_AWADDR[3:0])
                    ADDR_TX_DATA:
                    begin
                        if (!tx_busy)
                        begin
                        tx_di <= AXI_WDATA[DATA_BITS-1:0];
                        tx_drdy <= 1'b1;  
                        end
                        else;
                    end
                    default:;
                endcase
                AXI_AWREADY <= 1'b1;
                AXI_WREADY <= 1'b1;
                AXI_BVALID <= 1'b1;
                AXI_BRESP <= 2'b00;
            end
        end
        else
            begin
                AXI_AWREADY <= 1'b0;
                AXI_WREADY <= 1'b0;
                AXI_BVALID <= 1'b0;
            end
    end
    reg rx_drdy_latch;  
    reg [DATA_BITS-1:0] rx_do_latch;  
    always @(posedge AXI_ACLK)
    begin
        if (!AXI_ARESETN)
        begin
            rx_drdy_latch <= 1'b0;
            rx_do_latch <= 8'hFF;
            AXI_RDATA <= 32'hDEADBEEF;
            AXI_RVALID <= 1'b0;
            AXI_ARREADY <= 1'b0;
            AXI_RRESP <= 2'b00;
        end
        else
        begin
            if (rx_drdy)
            begin
                rx_drdy_latch <= 1'b1;
                rx_do_latch <= rx_do;
            end
            if (AXI_ARVALID & AXI_RREADY)
            begin
                if (AXI_RVALID & AXI_ARREADY)
                begin
                    AXI_RVALID <= 1'b0;
                    AXI_ARREADY <= 1'b0;
                end
                else
                begin
                    AXI_RVALID <= 1'b1;
                    AXI_ARREADY <= 1'b1;
                    AXI_RRESP <= 2'b00;
                    case (AXI_ARADDR[3:0])
                        ADDR_TX_DATA:
                            begin
                            AXI_RDATA <= { { (AXI_DWIDTH-DATA_BITS){1'b0} }, tx_di };
                            end
                        ADDR_TX_BUSY:
                            begin
                            AXI_RDATA <= { { (AXI_DWIDTH-1){1'b0} }, tx_busy};
                            end
                        ADDR_RX_DATA:
                            begin
                            AXI_RDATA <= { { (AXI_DWIDTH-DATA_BITS){1'b0} }, rx_do_latch };
                            rx_drdy_latch <= 1'b0;
                            end
                        ADDR_RX_STATE:
                            begin
                            AXI_RDATA <= { { (AXI_DWIDTH-2){1'b0} }, rx_busy, rx_drdy_latch};
                            end
                        default:
                            AXI_RDATA <= 32'hDEADBEEF;
                    endcase
                end
            end
            else
            begin
                AXI_RVALID <= 1'b0;
                AXI_ARREADY <= 1'b0;
                AXI_RDATA <= 32'hDEADBEEF;
            end
        end
    end
endmodule
`timescale 1ns/10ps
module uart_rx
  #(parameter OVERSAMPLING = 8, parameter DATA_BITS = 8)  
  (
   input            NRST,
   input            CLK,           
   input            DIVPULSE,
   input            RX_DSER,
   output reg       RX_DRDY,         
   output reg [DATA_BITS-1:0] RX_DO,  
   output           RX_BUSY
   );
  localparam S_IDLE      = 2'b00;
  localparam S_START     = 2'b01;
  localparam S_DATA      = 2'b10;
  localparam S_STOP      = 2'b11;
  wire rx_serial_stable;
  reg [$clog2(DATA_BITS+2-1):0] data_bits_idx;  
  reg [1:0] S_next;
  assign RX_BUSY = (S_next != S_IDLE);
  double_ff_sync #(.WIDTH(1), .NRST_VAL(1)) ff_sync
  (.NRST(NRST), .CLK(CLK),
    .D(RX_DSER), .Q(rx_serial_stable));
  always @(posedge CLK)
  begin
    if (~NRST)
      begin
      RX_DRDY <= 1'b0;
      S_next <= S_IDLE;
      end
    else
      case (S_next)
      S_IDLE:
          begin
          RX_DRDY <= 1'b0;
          if (rx_serial_stable == 1'b0)  
            S_next <= S_START;
          else
            S_next <= S_IDLE;
          end
        S_START:
          begin
          if (data_bits_idx == 1)
            S_next <= S_DATA;
          else
            S_next <= S_START;
          end
        S_DATA:
          begin
          if ((data_bits_idx == DATA_BITS+1) && (rx_serial_stable == 1'b1))
            S_next <= S_STOP;
          else
            S_next <= S_DATA;
          end
        S_STOP:
          begin
            if (data_bits_idx == DATA_BITS+2)
              begin
              RX_DRDY <= 1'b1;
              S_next <= S_IDLE;
              end
            end
         default:
           S_next <= S_IDLE;
      endcase
  end
  reg [$clog2(OVERSAMPLING-1):0] divpulse_cnt;
  always @(posedge CLK)
  begin
    if (~NRST)
    begin      
      RX_DO <= 0;
      data_bits_idx <= 0;      
      divpulse_cnt <= 0;
    end
    else
      begin
      if (DIVPULSE)  
        begin
        case (S_next)
          S_START :
            begin
              if (divpulse_cnt == (OVERSAMPLING-1)/2)  
              begin
                divpulse_cnt <= 0;   
                data_bits_idx <= data_bits_idx + 1;
              end
              else
                divpulse_cnt <= divpulse_cnt + 1;
            end
          S_DATA :
            begin
            if (divpulse_cnt == OVERSAMPLING-1)
              begin
              RX_DO[data_bits_idx-1] <= rx_serial_stable;
              data_bits_idx <= data_bits_idx + 1;
              divpulse_cnt <= 0;
              end
            else
                divpulse_cnt <= divpulse_cnt + 1;
            end
          S_STOP :
            begin
            if (divpulse_cnt == OVERSAMPLING-1)
              begin
              divpulse_cnt <= 0;
              data_bits_idx <= data_bits_idx + 1;
              end
            else
              divpulse_cnt <= divpulse_cnt + 1;
            end
          default:
          ;
        endcase
      end
        else
          begin
            case (S_next)
              S_IDLE:
                begin
                data_bits_idx <= 0;          
                divpulse_cnt <= 0;
                end
              default:;
            endcase;
          end
      end
end
endmodule
`timescale 1ns/10ps
module uart_tx
  #(parameter OVERSAMPLING = 8,
    parameter DATA_BITS = 8)
  (
   input       NRST,
   input       BAUDPULSE,
   input       CLK,
   input       TX_DRDY,
   input [7:0] TX_DI,
   output reg  TX_DSER,
   output reg  TX_BUSY,
   output reg  TX_DONE
  );
  parameter DATA_BITS_WIDTH = $clog2(DATA_BITS-1);  
  localparam S_IDLE     = 2'b00;
  localparam S_START = 2'b01;
  localparam S_DATA  = 2'b10;
  localparam S_STOP  = 2'b11;
  reg [1:0] S_next;
  reg [DATA_BITS_WIDTH:0] data_bits_idx;  
  reg [DATA_BITS-1:0] data_bits;  
  always @(posedge CLK)
  begin
    if (~NRST)
        begin
        TX_DONE <= 1'b0;
        TX_BUSY <= 1'b0;
        S_next <= S_IDLE;   
        end
    else
      begin
      case (S_next)
        S_IDLE:
          begin
          TX_DONE     <= 1'b0;
          if (TX_DRDY == 1'b1)
            begin
            TX_BUSY   <= 1'b1;
            data_bits     <= TX_DI;    
            S_next <= S_START;
            end
          else
            TX_BUSY   <= 1'b0;
          end
        S_START:
          begin
          if (TX_DSER == 1'b0)
            S_next <= S_DATA;
          else
            S_next <= S_START;
          end
        S_DATA:
          begin
          if (data_bits_idx == DATA_BITS)
              S_next <= S_STOP;
          else
            S_next <= S_DATA;
          end
        S_STOP:
        begin
            if (data_bits_idx == 0)
              begin
              S_next <= S_IDLE;
              TX_DONE <= 1'b1;  
              end
            else
              S_next <= S_STOP;
        end
        default:
         S_next <= S_IDLE;
      endcase
    end
  end
  always @(posedge CLK)
  begin
    if (~NRST)
        TX_DSER <= 1'b1;   
    else
    begin
    if (BAUDPULSE)
      begin
      case (S_next)
        S_IDLE :
          begin
            TX_DSER   <= 1'b1;          
          end
        S_START :
          begin
            TX_DSER <= 1'b0;
            data_bits_idx <= 0;
          end
        S_DATA :
          begin
            TX_DSER <= data_bits[data_bits_idx[2:0]];
            data_bits_idx <= data_bits_idx + 1;
          end
        S_STOP :
            begin
            data_bits_idx <= 0;
            TX_DSER <= 1'b1;
            end
        default :
          TX_DSER <= 1'b1;
      endcase
      end
    else;
  end
  end
endmodule
==> flow/run.sh <==
#!/bin/bash
# OpenROAD 26Q1-2900-gdf79404cd8, Yosys 0.63+post, stock flow scripts
make -C /OpenROAD-flow-scripts/flow DESIGN_CONFIG=/design/flow/config.mk WORK_HOME=/design/flow/orfs finish
==> flow/config.mk <==
export PLATFORM = sky130hd
export DESIGN_NAME = uart_axi4lite
export DESIGN_NICKNAME = uart_axi4lite
export VERILOG_FILES = /design/flow/design.v
export SDC_FILE = /design/flow/constraint.sdc
export NUM_CORES = 4
export LEC_CHECK = 1
export CORE_UTILIZATION = 40
==> flow/constraint.sdc <==
current_design uart_axi4lite

set clk_period 3.3
set clk_io_pct 0.2

create_clock -name clk0 -period $clk_period [get_ports {AXI_ACLK}]

set non_clock_inputs [all_inputs -no_clocks]
set_input_delay [expr $clk_period * $clk_io_pct] -clock clk0 $non_clock_inputs
set_output_delay [expr $clk_period * $clk_io_pct] -clock clk0 [all_outputs]
==> flow_summary.toml <==
# yosys + openroad results
[setup_path]
reg2reg_depth = 10
end_kind = "flip-flop"
rrSetupSlack_ns = 0.35
crit_type = "reg -> reg"
crit_arrival_ns = 3.17
r2r-start = "uart_inst.uart_rx_inst.data_bits_idx[1]"
start_kind = "flip-flop"
required_ns = 3.51
r2r_end = "uart_inst.uart_rx_inst.RX_DO[1]"
worstPathMaxFanout = 6

[worst_hold_path]
hp-start = "uart_inst.uart_rx_inst.ff_sync.qi"
min_path_type = "reg -> reg"
holdPathEnd = "uart_inst.uart_rx_inst.ff_sync.Q"
hold_depth = 1

[detailed_routing]
wl_met3_um = 367
drc = 0
avgViaCountPerCell = 5.15
insertedDiodeCount = 0
drtIter0Drc = 133
top_layer_used = "met4"
antenna_left = 0
finalWirelength_mm = 8.82
met2_length_mm = 3.94
wl_per_cell_um = 13.6
vias = 3354
drt_pre_antenna_iters = 4
met1_length_mm = 4.43

[global_routing]
track_usage_pct = 16.7
grt_max_degree = 29
grt_pass1_wl_mm = 15.0
overflow = 0
antenna_found_initial = 0
grt_pass1_vias = 3134

[logic_synthesis]
postSynthSeqShare_pct = 40.0
synth_cells = 477
yosys-top-cells-count = "69 x dfxtp_1, 50 x nor2_1, 49 x nand2_1"
yosys_warnings = 5
yosysCellCount = 477
flop_cell = "dfxtp_1"
top_area_share_pct = 31.7
ys.flops = 81
post-synth-top-count-cell = "dfxtp_1"
top_area_cell = "dfxtp_1"
async_reset_ff_share_pct = 0
ys_types = 63
ys_top_cells_by_area = "dfxtp_1 32%, mux2i_1 8.5%, edfxtp_1 8.3%"
ys_area_sq_mm = 0.00436
edf_count = 12
syn_area_sq_mm = 0.00436
avgSynthCellArea_sq_um = 9.13

[cts]
clockBufferDepth = 2
clkLatencyLatePin_ns = 0.35
cts_tree = "built"
clk_pin_slew_ns = 0.09
ctsRootBufferMaster = "clkbuf_8"
cts_num_sinks = 81
cts_made_buffers = 9
h-tree-depth = 3

[sta]
setup_slack_ns = 0.348
fin_crit_ns = 2.95
setup_viol = 0
hold_violations = 0
post-route-period-util_pct = 89.4
tns_ns = 0
fin_skew_ns = 0.0130
rsz0062_at_grt = "no"
worst_slew_pin_slew_ns = 0.620
finalHoldWorstSlack_ns = 0.410
slew_violations = 0
max_freq_mhz = 339
relSlewSlack_pct = 58.6

[floorplanning]
die_area_sq_mm = 0.0113
io_pins = 94
fp_util_pct = 41.6
coreArea_sq_mm = 0.0105
die_x_um = 106
die_h_um = 106
core.rowCount = 37

[finish]
n_fill_cell = 972
areaGrowthSynthToFinish_pct = 16.4
postLayoutCellArea_sq_mm = 0.00507
utilization_pct = 48.5
fin_cells = 651
drive_gt1_share_pct = 8.35

[placement]
hpwl_mm = 6.36
placedInstanceArea_sq_mm = 0.00485
placed_cells = 633
gp_congestion = 0.872
pre_cts_ws_ns = 0.218
port_buffers = 53

[flow_run]
maxCapViolCount = 0
warning_count = 60

[run_status]
status = "completed"

[power_and_ir_drop]
power_density_mw_per_mm2 = 364
ir_worst_vdd_mv = 0.221
total_power_mw = 1.85
p_leak_nw = 1.86
kinds of logic after synthesis:
| logic type | count (synthesis) | share of synthesized area (%) |
|---|---|---|
| muxes | 40 | 10.1 |
| adders and majority gates | 19 | 5.46 |
| DFF | 81 | 40.0 |
| AOI/OAI and AO/OA | 80 | 13.0 |
| other | 1 | 0.0861 |
| xor gates and xnor gates | 11 | 2.38 |
| and+or+nand+nor | 177 | 20.3 |
| buffers and inverters | 68 | 8.73 |
how the worst max path moves through the flow:
| stage | from | depth (start not counted) | endpoint | slack, ns |
|---|---|---|---|---|
| after global routing | uart_inst.uart_rx_inst.data_bits_idx[1] | 10 | uart_inst.uart_rx_inst.RX_DO[5] | 0.02 |
| final | uart_inst.uart_rx_inst.data_bits_idx[1] | 10 | uart_inst.uart_rx_inst.RX_DO[1] | 0.35 |
| after CTS | uart_inst.uart_rx_inst.data_bits_idx[1] | 10 | uart_inst.uart_rx_inst.RX_DO[1] | 0.19 |
power by group:
part / total, mW / switching (mW) / leakage, nW / internal [mW]
registers: 1.02 / 0.0123 / 0.668 / 1.01
clock network: 0.726 / 0.369 / 0.102 / 0.356
logic: 0.104 / 0.0470 / 1.09 / 0.0568
flip-flops by register name, indices dropped and copies added (netlist names), 3 cells and up, named ones only:
| register | flops |
|---|---|
| AXI_RDATA | 9 |
| rx_do_latch | 8 |
| tx_di | 8 |
| uart_inst.baud_generator_inst.baudpulse_cnt | 3 |
| uart_inst.baud_generator_inst.divpulse_cnt | 7 |
| uart_inst.uart_rx_inst.RX_DO | 8 |
| uart_inst.uart_rx_inst.data_bits_idx | 5 |
| uart_inst.uart_rx_inst.divpulse_cnt | 4 |
| uart_inst.uart_tx_inst.S_next | 4 |
| uart_inst.uart_tx_inst.data_bits | 8 |
| uart_inst.uart_tx_inst.data_bits_idx | 4 |
layer usage:
layer  track usage, %  up-vias
li1                 -     1733
met1             25.8     1543
met2             25.6       70
met3             3.19        8
met4             2.08        0
met5                0        -
worst max-delay path, cell delays in order, from the launching register on:
cell,delay [ns]
dfxtp_1,0.33
inv_1,0.09
ha_2,0.34
nand2_1,0.13
or4_1,0.43
ha_1,0.29
nor4bb_1,0.28
nand4_1,0.23
a2111oi_4,0.34
o2111ai_1,0.20
mux2i_1,0.15
layout by cell type, fill, tap and decap left out, types with 5 or more instances in the layout:
cell,instances
nor2b_1,7
clkdlybuf4s50_1,53
mux2i_1,37
xnor2_1,5
nand4_1,5
dfxtp_1,69
o2111ai_1,5
a21oi_1,23
nand2b_1,6
nor2_1,50
buf_4,12
conb_1,11
o21ai_0,18
inv_1,14
nor3_1,14
xor2_1,5
o211ai_1,5
nand3_1,12
edfxtp_1,12
or4_1,6
clkbuf_8,9
nand2_1,49
ha_1,18
final cells by class:
class / instances / area (sq um) / area share (%)
Timing Repair Buffer: 65 / 621 / 12.2
Multi-Input combinational cell: 338 / 2280 / 45.0
Clock inverter: 7 / 77.6 / 1.53
Sequential cell: 81 / 1740 / 34.4
Tap cell: 136 / 170 / 3.36
Clock buffer: 9 / 124 / 2.44
Inverter: 15 / 56.3 / 1.11
timing repair:
item                                    in CTS  in global routing
resized                                      0                  2
setup buffers                                0                  2
endpoints found under the setup margin       0                  4
endpoints found under the hold margin        0                  0
hold buffers                                 0                  0
Power figures rest on the tool's default switching activity, not on a simulated workload.
