==> /design/flow/design.v <==
`timescale 1ns / 10ps
module pwm(
    input clk,
    input nrst_in,
    output [3:0] led,  
    output uart_rx_serial_in
    );
reg [7:0] counter;  
always @(posedge clk) begin  
    if (~nrst_in)
    begin
        counter <= 0;
    end
        else
            begin
        if (counter == 16'hFFFF)  
            counter <= 0;
        if (counter < 100) counter <= counter+1;  
        else 
            counter <= 0;  
    end
end
assign led[0] = (counter < 10) ? 1:0;  
assign led[1] = (counter < 20) ? 1:0;  
assign led[2] = (counter < 30) ? 1:0;  
assign led[3] = (counter < 40) ? 1:0;  
assign uart_rx_serial_in = led[0];
endmodule  
==> /design/flow/run.sh <==
#!/bin/bash
# OpenROAD 26Q1-2900-gdf79404cd8, Yosys 0.63+post, stock flow scripts
make -C /OpenROAD-flow-scripts/flow DESIGN_CONFIG=/design/flow/config.mk WORK_HOME=/design/flow/orfs finish
==> /design/flow/config.mk <==
export PLATFORM = sky130hd
export DESIGN_NAME = pwm
export DESIGN_NICKNAME = pwm
export VERILOG_FILES = /design/flow/design.v
export SDC_FILE = /design/flow/constraint.sdc
export NUM_CORES = 4
export LEC_CHECK = 1
export CORE_AREA = 10 10 70 70
export DIE_AREA = 0 0 80 80
==> /design/flow/constraint.sdc <==
current_design pwm

set clk_period 1.8
set clk_io_pct 0.2

create_clock -name clk0 -period $clk_period [get_ports {clk}]

set non_clock_inputs [all_inputs -no_clocks]
set_input_delay [expr $clk_period * $clk_io_pct] -clock clk0 $non_clock_inputs
set_output_delay [expr $clk_period * $clk_io_pct] -clock clk0 [all_outputs]
==> out/results.ini <==
[setup_path]
path_class=flip-flop to output pin
rr_worst_depth=4
critPathMaxFanout=3
cp.arrival_ns=1.32
crit_path_start_kind=flip-flop
worstPathRequired_ns=1.44
cp-end-kind=output pin

[placement]
dp_cells=95
hpwl_um=556.8
portBuffers=6
post_dp_cell_area_um2=500.5
place_congestion=0.7604

[global_route]
grt_overflow=0
grt_max_degree=8
grt_pass1_vias=288
antenna_found_initial=0
grt_pass1_wl_um=1262
track_usage=0.02465

[power]
p_int_w=0.0002707
peakVddDrop_mv=0.2255
p_per_area_nw_per_um2=623.1
switching_share=0.1961
clkPwrFrac=0.385
power_leakage_nw=0.2150
p_comb_frac=0.075
power_frac_seq=0.540
finalPower_w=0.0003368
p_switching_w=0.00006604

[floorplan]
ios=7
dieWidth_um=80
die_area_um2=6400
die_h_um=80
num_rows=21
core-area_um2=3416
fp_util=0.1066

[drt]
drc=0
via_per_inst=3.052
wire_per_inst_um=7.299
diodes=0
top_layer=met4
wirelength_um=708
ant_nets=0
via_count=296
met2WireLength_um=294
drtPass1Iterations=4
drt-met1-wl_um=310
drtIter0Drc=16
wl_met3_um=89

[synth]
yosysChipArea_um2=364.1
syn-instance-count=40
syn_area_um2=364.1
ys_types=21
synth_warnings=1
syn_area_per_cell_um2=9.102
synth_flops=8
postSynthSeqShare=0.4399
ys_cells=40

[job]
drv_cap=0
openroad.warnings=26

[clock_tree]
worstSkewPairLatency_ns=0.25
cts_buffers=3
cts_max_path_buffers=2
htree_levels=1
cts_hold_buffers=0
cts_tree=done
cts_sinks=8
cts_setup_buffers=0
clockRootBuffer=clkbuf_4
clkSlewWorstSetupHoldPaths_ns=0.05

[timing]
hold_viol=0
finalSetupViolations=0
skew_ns=0.004205
fin_crit_sh=0.9331
rsz0062_at_grt=no
drv_slew=0
max_freq_ghz=0.5954
finalCriticalPeriod_ns=1.680

[final_layout]
reg_top3=counter: 8 flops
largest_reg_flops=8
largest_register=counter
drive_above_1_share=0.2941
final_cell_mix=7 x nor2_1, 5 x dfxtp_1, 4 x dlygate4sd2_1, 4 x buf_4
fin_cells=97
layout_top_cell=nor2_1
design_area_um2=540.5
syn_to_final_growth_pct=48.45

[outcome]
status=finished, final reports clean

[min_path]
hold_class=flip-flop to flip-flop
min_path_cells=1

==> kinds of logic after synthesis <==
logic type / count (synthesis) / share of synthesized area
simple gates: 16 / 0.2303
flops: 8 / 0.4399
compound gates: 7 / 0.1409
buf+inv: 4 / 0.07218
xor+xnor: 3 / 0.07218
fa+ha+maj: 1 / 0.03436
other cells: 1 / 0.01030
==> stage by stage <==
step | hold slack, ns | setup TNS, ns | setup slack (ns) | util
floorplan | 0.4297 | 0 | 0.5027 | -
global placement | 0.4464 | 0 | 0.0003652 | 0.1465
detailed placement | 0.4583 | 0 | 0.002857 | 0.1465
CTS | 0.4698 | -0.0006574 | -0.0006574 | 0.1586
global route | 0.5131 | 0 | 0.05867 | 0.1582
finish | 0.4589 | 0 | 0.1204 | 0.1582
==> critical path, stage by stage (launching register included) <==
cell           delay (ns)
dfxtp_2              0.31
or3_4                0.41
nor3_4               0.12
dlygate4sd2_1        0.22
==> area by class of cell <==
| class | instances | area, um2 |
|---|---|---|
| Clock buffer | 3 | 22.52 |
| Fill cell | 382 | 2875 |
| Inverter | 2 | 7.507 |
| Multi-Input combinational cell | 28 | 198.9 |
| Sequential cell | 8 | 166.4 |
| Tap cell | 46 | 57.56 |
| Timing Repair Buffer | 10 | 87.58 |
==> cell usage after synthesis <==
library cell	instances	area, um2
buf_4	1	7.510
o21a_1	3	22.52
or3_1	2	12.51
ha_1	1	12.51
inv_1	2	7.510
nand3b_2	1	11.26
nor2_1	7	26.28
nor2b_1	1	6.260
a21oi_2	1	8.760
buf_6	1	11.26
xnor2_1	2	17.52
xor2_1	1	8.760
nand4_1	1	6.260
nor3_1	2	10.01
o21ai_0	1	5.000
dfxtp_1	8	160.2
o311ai_1	1	8.760
conb_1	1	3.750
a31oi_1	1	6.260
nand3_1	1	5.000
and3_1	1	6.260
==> power by group through the flow <==
stage	clock (W)	combinational (W)	sequential (W)
after CTS	0.000136	0.0000283	0.000183
final	0.000130	0.0000252	0.000182
after global routing	0.000143	0.0000293	0.000182
==> worst paths after layout <==
| kind | start | end | slack [ns] |
|---|---|---|---|
| setup / recovery | counter[5] | led[0] | 0.12 |
| hold reg to reg | counter[0] | counter[0] | 0.46 |
| hold / removal | counter[0] | counter[0] | 0.46 |
| setup reg to reg | counter[2] | counter[3] | 0.62 |
==> metal layers <==
layer	global-route usage	vias up
li1	-	157
met1	0.02824	131
met2	0.03531	6
met3	0.02045	2
met4	0.003521	0
met5	0	-
==> repair_timing <==
| action | 4_1_cts | 5_1_grt |
|---|---|---|
| setup endpoints to repair | 5 | 3 |
| pin swaps | 0 | 1 |
| gates resized | 10 | 3 |
| hold endpoints to repair | 0 | 0 |
Power and IR drop assume default switching activity.
