===== run.sh =====
#!/bin/bash
# OpenROAD 26Q1-2900-gdf79404cd8, Yosys 0.63+post, stock flow scripts
make -C /OpenROAD-flow-scripts/flow DESIGN_CONFIG=/design/flow/config.mk WORK_HOME=/design/flow/orfs finish

===== constraint.sdc =====
current_design i2c_controller

set clk_period 2.3
set clk_io_pct 0.2

create_clock -name clk0 -period $clk_period [get_ports {CLK}]

set non_clock_inputs [all_inputs -no_clocks]
set_input_delay [expr $clk_period * $clk_io_pct] -clock clk0 $non_clock_inputs
set_output_delay [expr $clk_period * $clk_io_pct] -clock clk0 [all_outputs]

===== config.mk =====
export PLATFORM = sky130hd
export DESIGN_NAME = i2c_controller
export DESIGN_NICKNAME = i2c_controller
export VERILOG_FILES = /design/flow/design.v
export SDC_FILE = /design/flow/constraint.sdc
export NUM_CORES = 4
export LEC_CHECK = 1
export CORE_AREA = 10 10 84 84
export DIE_AREA = 0 0 94 94

===== design.v =====
`timescale 1ns/10ps
module i2c_controller #(CLOCK_FREQUENCY=100_000_000, I2C_FREQ=100_000, DATA_BITS=8) (
	input CLK,
	input NRST,					 
	inout I2C_SDA,				 
	inout I2C_SCL,				 
	input [7:0] IDATA,		   	 
	input [6:0] IADDR,		   	 
	input I_RW,				     
	output reg [6:0] OADDR,      
	output reg O_RW,
	output reg [7:0] ODATA,	   	 
	output reg BUSY, 		     
	output ODRDY,			   	 
	input IDRDY				     
);
localparam S_IDLE = 0;
localparam S_TX_START = 1;
localparam S_TX_ADDR = 2; 
localparam S_TX_ACK = 3;
localparam S_TX_DATA = 4;
localparam S_TX_STOP = 5;
localparam S_RX_START = 6;
localparam S_RX_ADDR = 7;
localparam S_RX_ACK = 8;
localparam S_RX_DATA = 9;
localparam S_RX_STOP = 10;
reg [3:0] state_next;
reg [3:0] state_internal;	 
reg I2C_SDA_SYNC, I2C_SCL_SYNC;	 
double_ff_sync #(.WIDTH(1), .NRST_VAL(1)) ff_sync_sda (
	.CLK(CLK),
	.NRST(NRST),
	.D(I2C_SDA),
	.Q(I2C_SDA_SYNC));
double_ff_sync #(.WIDTH(1), .NRST_VAL(1)) ff_sync_scl (
	.CLK(CLK),
	.NRST(NRST),
	.D(I2C_SCL),
	.Q(I2C_SCL_SYNC));
reg RX_I2C_SDA;
reg TX_I2C_SDA, TX_I2C_SCL;
parameter CYCLES_I2C_FULL = CLOCK_FREQUENCY / I2C_FREQ;
parameter CYCLES_I2C_HALF = CYCLES_I2C_FULL / 2;
parameter CYCLES_I2C_QUART = CYCLES_I2C_HALF / 2; 				 
reg [7:0] addr_internal; 									 
reg [$clog2(7):0] addr_i; 										 
reg [7:0] data_internal;										 
reg [$clog2(7):0] data_i; 										 
reg ack_internal;												 
reg [$clog2(CYCLES_I2C_HALF)-1:0] i2c_clk_count;				 
reg i2c_clk_enable;
assign I2C_SDA = ((state_internal != S_IDLE) & (state_internal != S_TX_ACK)) ? TX_I2C_SDA :
				(state_internal == S_RX_ACK) ? RX_I2C_SDA :
                    1'bz;
assign I2C_SCL = (state_internal != S_IDLE) ? TX_I2C_SCL :
                    1'bz;
always @(*)
begin: SM_COMB
	state_next = S_IDLE;
	i2c_clk_enable = 1'b0;
	BUSY = 1'b1;
	case (state_internal)
		S_IDLE:
		begin
			if ((!I2C_SDA_SYNC) & (I2C_SCL_SYNC))
			begin
				state_next = S_RX_START;
			end
			else if (IDRDY)
			begin
				state_next = S_TX_START;
				i2c_clk_enable = 1;
			end
			else if ((!I2C_SDA_SYNC) & I2C_SCL_SYNC) begin
				state_next = S_RX_START;
			end
			else begin
				state_next = S_IDLE;
			end
			BUSY = 1'b0;
		end
		S_TX_START:
		begin
			if (i2c_clk_count < CYCLES_I2C_QUART)
			begin
				state_next = S_TX_START;
				i2c_clk_enable = 1;
			end
			else
			begin
				state_next = S_TX_ADDR;
				i2c_clk_enable = 0;
			end
		end
		S_TX_ADDR:
		begin
			i2c_clk_enable = 1;
			if (addr_i > 8)
			begin
				state_next = S_TX_ACK;
			end
			else
			begin
				state_next = S_TX_ADDR;
			end
		end
		S_TX_ACK:
		begin
			i2c_clk_enable = 1;  
			if ((ack_internal) & (i2c_clk_count == CYCLES_I2C_HALF) & (TX_I2C_SCL == 1))
			begin
				state_next = S_TX_STOP;
			end
			else if ((!ack_internal) & (i2c_clk_count == CYCLES_I2C_HALF) & (TX_I2C_SCL == 1))
			begin
				if (data_i < 8)
				begin
					state_next = S_TX_DATA;   
				end
				else
				begin
					state_next = S_TX_STOP;   
				end
			end
			else
			begin
				state_next = S_TX_ACK;
			end
		end
		S_TX_DATA:
		begin
			i2c_clk_enable = 1;
			if (data_i >= 7)
			begin
				state_next = S_TX_ACK;
			end
			else
			begin
				state_next = S_TX_DATA;
			end
		end
		S_TX_STOP:
		begin
			i2c_clk_enable = 1;
			if ((TX_I2C_SDA == 1) & (TX_I2C_SCL == 1) & (i2c_clk_count >= CYCLES_I2C_HALF))  
			begin
				state_next = S_IDLE;
			end
			else
			begin
				state_next = S_TX_STOP;
			end
		end
		S_RX_START:
		begin
			if ((I2C_SCL_SYNC == 0) & (I2C_SDA_SYNC == 0))
			begin
				state_next = S_RX_ADDR;
			end
			else if ((I2C_SCL_SYNC == 1) & (I2C_SDA_SYNC == 0))
			begin
				state_next = S_RX_START;
			end
			else
			begin
				state_next = S_IDLE;
			end
		end
		S_RX_ADDR:
		begin
			if (addr_i < 8)
			begin
				state_next = S_RX_ADDR;
				i2c_clk_enable = 1;
			end
			else
			begin
				state_next = S_RX_ACK;
				i2c_clk_enable = 0; 	 
			end
		end
		S_RX_ACK:
		begin
			if ((i2c_clk_count == CYCLES_I2C_HALF) & (I2C_SCL == 1))
			begin
				if (addr_i > 8)
					state_next = S_RX_DATA;
				else
					state_next = S_RX_STOP;
			end
			else
			begin	 
				state_next = S_RX_ACK;
			end
		end
		S_RX_DATA:
		begin
			if (data_i < 8)
			begin
				state_next = S_RX_DATA;
				i2c_clk_enable = 1;
			end
			else
			begin
				state_next = S_RX_ACK;
				i2c_clk_enable = 0; 	 
			end
		end
		S_RX_STOP:
		begin
			if (ODRDY)
			begin
				state_next = S_IDLE;
			end
			else
			begin
				state_next = S_RX_STOP;
			end
		end
	endcase
end
always @(posedge CLK)
begin
	if (~NRST)
	begin
		i2c_clk_count <= 0;
	end
	else if (i2c_clk_enable)
	begin
		if (i2c_clk_count < CYCLES_I2C_HALF)
		begin
			i2c_clk_count <= i2c_clk_count + 1;
		end
		else
		begin
			TX_I2C_SCL <= ~TX_I2C_SCL; 	 
			i2c_clk_count <= 0;			 
		end
	end
	else
	begin
		i2c_clk_count <= 0;
	end
end
always @(posedge CLK)
begin: I2C_TX_SYNC
	if (~NRST)
	begin
		state_internal <= S_IDLE;
		data_internal <= 8'b0;
		addr_internal <= 8'b0;
		TX_I2C_SDA <= 1;		 
		TX_I2C_SCL <= 1; 		 
	end
	else
	begin
		state_internal <= state_next;
		case (state_next)
			S_IDLE:;  
			S_TX_START:
			begin
				TX_I2C_SDA <= 0;  
				if (state_internal == S_IDLE)
				begin
					data_internal <= IDATA;
					addr_internal <= {IADDR[6:0], I_RW};  
					data_i <= 0;
					addr_i <= 0;
				end
			end
			S_TX_ADDR:
			begin
				if (state_internal == S_TX_START)
				begin
					ack_internal <= 0; 		 
					TX_I2C_SCL <= 0; 			 
				end
				else
					if ((i2c_clk_count == CYCLES_I2C_QUART) & (TX_I2C_SCL == 0))   
					begin
						if (addr_i < DATA_BITS)
							TX_I2C_SDA <= addr_internal[addr_i]; 	 
						addr_i <= addr_i + 1;							 
					end
					else;
			end
			S_TX_ACK:
			begin
				if ((TX_I2C_SDA == 1) & (TX_I2C_SCL == 1)) 	 
				begin
					ack_internal <= 1;
				end
				else;
			end
			S_TX_DATA:
			begin
				if ((i2c_clk_count == CYCLES_I2C_QUART) & (TX_I2C_SCL == 0)) 	 
				begin
					TX_I2C_SDA <= data_internal[data_i]; 	 
					data_i <= data_i + 1;
				end
				else;
			end
			S_TX_STOP:
			begin
				if (TX_I2C_SCL == 0)
				begin
					TX_I2C_SDA <= 0;		 
					TX_I2C_SCL <= 1;
				end
				else if (i2c_clk_count == CYCLES_I2C_HALF)
				begin
					TX_I2C_SDA <= 1;	 	 
				end
				else;
			end
			default:;
		endcase
	end
end
always @(posedge CLK)
begin: I2C_RX_SYNC
	if (~NRST);
	else
	begin
		case (state_next)
			S_IDLE:;			 
			S_RX_START:;		 
			S_RX_ADDR:
			begin
				if (state_internal == S_RX_START)
				begin
					ack_internal <= 0; 			 
					TX_I2C_SCL <= 0; 			 
				end
				else
				begin
					if (((i2c_clk_count == CYCLES_I2C_QUART) | (i2c_clk_count == CYCLES_I2C_HALF)) & (TX_I2C_SCL == 1))   
					begin
						if (addr_i < DATA_BITS)
							addr_internal[addr_i] <= I2C_SDA_SYNC; 	 
						addr_i <= addr_i + 1;  
					end
					else;
				end
			end
			S_RX_ACK:
			begin
				if (i2c_clk_count >= CYCLES_I2C_QUART)
				begin
					RX_I2C_SDA <= 0;
				end
			end
			S_RX_DATA:
			begin
				if (state_internal == S_RX_START)
				begin
					ack_internal <= 0; 			 
					TX_I2C_SCL <= 0; 			 
				end
				else
				begin
					if (((i2c_clk_count == CYCLES_I2C_QUART) | (i2c_clk_count == CYCLES_I2C_HALF)) & (TX_I2C_SCL == 1))   
					begin
						if (data_i < DATA_BITS)
						begin
							data_internal[data_i] <= I2C_SDA_SYNC; 	 
						end
						data_i <= data_i + 1;  
					end
					else;
				end
			end
			S_RX_STOP:
			begin
				if ((I2C_SDA_SYNC == 1) & (I2C_SCL_SYNC == 1))
				begin
					ODRDY <= data_internal;
				end
			end
		endcase
	end
end
endmodule
`timescale 1ns/10ps
module double_ff_sync #(parameter WIDTH=8, parameter NRST_VAL = 0)
        (
            input CLK,
            input NRST,
            input [WIDTH-1:0] D,
            output reg [WIDTH-1:0] Q
        );
        reg [WIDTH-1:0] qi;
        always @(posedge CLK) begin
            if (~NRST)
                begin
                Q <= NRST_VAL;
                qi <= NRST_VAL;
                end
            else
                {Q, qi} <= {qi, D};
        end
endmodule

==> impl_metrics.tcl <==
# collected from the flow reports
set metrics [dict create \
    status "aborted with a tool error" \
    haltStage "clock tree synthesis (4_1_cts)" \
    error_message "[error] [KeplerFormal.cpp:679] Workflow failed: Iso has multiple drivers: .I2C_SDA0, _087_.X0" \
    ctsHoldBuffers 0 \
    io_buffer_count 3 \
    dpl.hpwl_um 1293 \
    fp.dieW_um 94 \
    cts_sinks 18 \
    ys_area_um2 1070 \
    syn_inst 116 \
    ys_types 42 \
    gp_congestion 0.7913 \
    cts_setup_buffers 0 \
    synth_area_um2 1070 \
    htreeDepth 1 \
    dpl.cell_count 183 \
    clockBufferDepth 2 \
    cts_resized 0 \
    ys_ff 18 \
    cts-root-buf "clkbuf_8" \
    ys_warn_count 74 \
    die_h_um 94 \
    ys_cells 116 \
    avgSynthCellArea_um2 9.222 \
    ys_seq_share 0.3368 \
    cts_made_buffers 3 \
    fp_util 0.2055 \
    num_rows 26 \
    design.portCount 39 \
]
cell usage after synthesis:
cell / instances / area share
a311oi_1: 1 / 0.0082
or2_2: 1 / 0.0059
and3b_1: 1 / 0.0082
buf_4: 18 / 0.13
nand2b_1: 5 / 0.029
conb_1: 1 / 0.0035
and4_1: 1 / 0.0082
or4b_1: 1 / 0.0094
nand2_1: 1 / 0.0035
xnor2_1: 4 / 0.033
o21a_1: 2 / 0.014
o31a_1: 1 / 0.0082
nor3b_4: 1 / 0.018
inv_1: 3 / 0.011
nor4bb_1: 1 / 0.0094
nand3b_1: 1 / 0.0070
nand3_1: 3 / 0.014
o2111a_1: 1 / 0.011
nor4b_1: 2 / 0.016
o21ai_0: 2 / 0.0094
dfxtp_1: 18 / 0.34
a221oi_2: 1 / 0.014
buf_6: 2 / 0.021
a211oi_1: 1 / 0.0070
a21oi_1: 3 / 0.014
or4_4: 1 / 0.011
or4b_4: 1 / 0.013
or3_1: 1 / 0.0059
ha_1: 2 / 0.023
xor2_1: 4 / 0.033
and3_1: 4 / 0.023
nor2_1: 14 / 0.049
nor2b_1: 1 / 0.0059
clkbuf_1: 3 / 0.011
o22a_1: 1 / 0.0082
nor3b_1: 1 / 0.0070
o22ai_1: 2 / 0.012
buf_1: 1 / 0.0035
and2_1: 1 / 0.0059
o31ai_4: 1 / 0.020
nand4_1: 1 / 0.0059
a211oi_4: 1 / 0.019
cell families after synthesis:
kind of cell / share of synthesized area
other: 0.003505
buffers and inverters: 0.1719
adders and majority gates: 0.02339
DFF: 0.3368
AOI/OAI and AO/OA: 0.1439
and+or+nand+nor: 0.2550
xor gates and xnor gates: 0.06549
stage by stage:
| step | util | power [mW] | hold slack, ns | instance area (um^2) | setup slack (ns) |
|---|---|---|---|---|---|
| 2_1_floorplan | - | 0.5177 | 0.3863 | 1134 | 0.7900 |
| 3_3_place_gp | 0.2087 | 0.5342 | 0.3897 | 1086 | 0.4053 |
| 3_5_place_dp | 0.2087 | 0.5341 | 0.3925 | 1086 | 0.4328 |
No activity file was given, so power comes from the tool's default toggle rates.
